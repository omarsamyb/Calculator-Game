==> /design/flow/design.v <==
module buzzer(tick, state, buzz,buzz_done);
	output reg buzz_done, buzz;
	input tick;
	input [3:0] state;
	reg [27:0] count;
	reg [27:0] stop;
	initial
	begin
		count=0;
		stop=0;
		buzz=1'b0;
		buzz_done=1'b0;
	end
	always @(posedge tick)
	begin
			case(state)
			5:
				begin
					count=count+1;
					stop=stop+1;
					if (stop==10)
					begin
						buzz_done=1'b1;
						buzz=1'b0;
					end
					if (count%1 ==0 && ~buzz_done)
					begin
						count=0;
						buzz=~buzz;
					end
				end
			6:
				begin
					count=count+1;
					stop=stop+1;
					if (stop==12)
					begin
						buzz_done=1'b1;
						buzz=1'b0;
					end
					if (count%3 ==0 && ~buzz_done)
					begin
						count=0;
						buzz=~buzz;
					end
				end
			7:
				begin
					stop=stop+1;
					buzz=1;
					if (stop==14)
					begin
						buzz_done=1'b1;
						buzz=1'b0;
					end
				end
				default: begin
								count=0;
								stop=0;
								buzz=1'b0;
								buzz_done=1'b0;
							end
			endcase
	end
endmodule
module generator(	
					input tick,
					input [3:0] state,
					output reg gen_done,
					input [2:0] level,
					output reg [24:0] phrase,
					output reg [9:0] result,
					input [27:0] seed_in
					);
	reg [4:0] operand1, operand2, operator, temp;
	function [4:0] pesudoRandomGen;
		input [27:0] seed;
		begin
			seed = seed * seed;
			pesudoRandomGen = seed[4:0];
		end
	endfunction
	function [4:0] digitRandomizer;
		input [27:0] seed;
      begin
		digitRandomizer=pesudoRandomGen(seed);
      end
	endfunction
	function [4:0] operatorFunction;
		input [2:0] level;
      begin
		case (level)
			1: operatorFunction = 11;
			2: operatorFunction = 12;
			default: operatorFunction = 13;
		endcase
      end
	endfunction
	initial
	begin
		phrase<=0;
		result<=0;
		gen_done<=0;
	end
	always @ (posedge tick)
		begin
			if (state==2)	
			begin
				operand1 = digitRandomizer(seed_in);	
				operand2 = digitRandomizer(operand1);
				operator = operatorFunction(level);
				if(operand1 < operand2)
					begin
						temp=operand1;
						operand1=operand2;
						operand2=temp;
					end
				case (operator)
					11: result = operand1 + operand2;
					12: result = operand1 - operand2;
					13: result = operand1 * operand2;
				endcase
				phrase [24:20] <= operand1 / 5'd10;
				phrase [19:15] <= operand1 % 5'd10;
				phrase [14:10] <= operator;
				phrase [9:5]   <= operand2 / 5'd10;
				phrase [4:0]   <= operand2 % 5'd10;
				gen_done <= 1;
			end
			else
				gen_done <= 0;
		end
endmodule 
module keypadClock(input clk, output reg tick);
	reg [27:0] counter;
	initial
		begin
			tick = 0;
			counter = 0;
		end
	always@(posedge clk)
		begin
			counter <= counter +1'b1;
			if(counter == 1_000_000)
				begin
					counter <= 0;
					tick = ~tick;
				end
		end
endmodule			
module Probable (	output [7:0] h5, h4, h3, h2, h1, h0,
						input start, level_in,
						input clk,
						output buzzer,
						output reg green, red,
						input p0,p1,p2,p3,p4,p5,p6,p7,p8,p9,
						input c1, c2, c3,
						output r1, r2, r3, r4
					);
	reg [3:0] state;
	reg [1:0] score;
	reg [2:0] level, start_level;
	reg startgame;
	reg [30:0] delay [0:3];
	wire print_done, gen_done, buz_done, input_done;
	wire [24:0] phrase;
	wire [3:0] result;
	wire [3:0] response;
	wire [3:0] value;
	wire tick;
	wire [27:0] seed;
	slow s(clk, tick, seed);
	initial
	begin
		score<=0;
		delay[1] <= 25; 
		delay[2] <= 20;
		delay[3] <= 15;
		state <= 0;
		green<=0;
		red<=0;
		startgame <= 0;
		start_level<=1;
	end
	always @ (negedge start) startgame <= 1;
	always @ (negedge level_in)
	begin
		case(start_level)
			1: start_level <= 2;
			2: start_level <= 3;
			3: start_level <= 1;
			default: start_level <= 1;
		endcase
	end
	generator g(tick, state, gen_done, level, phrase, result, seed);
	print p(tick, state, print_done, phrase, score, h5, h4, h3, h2, h1, h0, start_level, startgame, value, level, response);
	buzzer b(tick, state, buzzer, buz_done);
	respond r(clk, state, level, p0, p1, p2, p3, p4, p5, p6, p7, p8, p9, input_done, response, c1, c2, c3, r1, r2, r3, r4);
	function [1:0] check;
		input [3:0] response;
		input [3:0] result;
		if(input_done == 0) 
			check = 2'b10;
		else if(response == result)
			check = 2'b01;
		else if(response != result)
			check = 2'b00;
		else
			check = 2'b11;
	endfunction
	always@(posedge tick)
			case(state)
				0: 	state<=1;
				1:		if(print_done && startgame)
							begin
								level <= start_level;
								state<=2;
							end
				2:		if(gen_done)
							begin
								state<=3;
								green<=0;
							end
				3: 	if(print_done)
							state<=4;
				4:   if(delay[level]==0)
							case(check(response, value)) 
								0: begin
										red<=1;
										state<=5;
									end
								1: begin
										green<=1;
										score<=score+1'b1;
										level<=level+1'b1;
										state<=6;
									end
								2: state<=7;
								3:	begin
										green <= 1;
										red <= 1;
									end
							endcase
						else
							delay[level]<=delay[level]-1'b1;
				5,7: 	if(buz_done)
							state<=8;
				6:		if(buz_done)
							if(level==4)
								state<=8;
							else
								state<=2;
				8:		if(print_done)
							state<=9;
				9:    state<=10;
				10:	if(print_done)
							state<=11;
				11:	begin
						green<=0;
						red<=0;
						state<=11;
						end
			endcase
endmodule				
module slow(input clk, output reg tick, output reg [27:0] seed);
	reg [27:0] counter;
	initial
		begin
			tick = 0;
			counter = 0;
			seed = 0;
		end
	always@(posedge clk)
		begin
			counter <= counter +1'b1;
			seed <= seed +1'b1;
			if(counter == 10_000_000)
				begin
					counter <= 0;
					tick = ~tick;
				end
		end
endmodule			
module print(input tick,
				input [3:0] state,
				output reg print_done,
				input [24:0] phrase,
				input [1:0] score,
				output reg [7:0] h5, h4, h3, h2, h1, h0,				
				input [2:0] start_level,
				input startgame,
				output reg [3:0] value,
				input [2:0] current_level,
				input [3:0] response); 
	parameter pentacode = {letters, operators, off, numbers};
	parameter numbers = {s9, s8, s7, s6, s5, s4, s3, s2, s1, s0};
	parameter operators = {eq, div, times, minus, plus};
	parameter letters = {y, t, s, r, e, b, a};
	parameter off=8'b11111111;
	parameter s1= 8'b11111001;
	parameter s2= 8'b10100100;
	parameter s3= 8'b10110000;
	parameter s4= 8'b10011001;
	parameter s5= 8'b10010010;
	parameter s6= 8'b10000010;
	parameter s7= 8'b11111000;
	parameter s8= 8'b10000000;
	parameter s9= 8'b10010000;	
	parameter s0= 8'b11000000;
	parameter plus=8'b10001100;
	parameter minus=8'b10111111;
	parameter times=8'b10000111;
	parameter div= 8'b10100001;
	parameter eq=  8'b10110111; 
	parameter a = 8'b10100000;
   parameter b = 8'b10000011;
	parameter e = 8'b10000110;
	parameter r = 8'b11001110;  
	parameter s = 8'b10010010;
	parameter t = 8'b10000111;
	parameter y = 8'b10010001;
	parameter c = 8'b11000110;
	parameter o = 8'b11000000;
	parameter fixed_delay = 4'd7;
	reg[3:0] delay;
	function [7:0] decode;
		input [4:0]x;
		decode = pentacode[8*x+:8];
	endfunction
	initial
	begin
		h5<=off;
		h4<=off;
		h3<=off;
		h2<=off;
		h1<=off;
		h0<=off;
		print_done<=0;
	end
	always @(posedge tick)
		if(state==1)
		begin
			if(startgame)
				print_done=1;
			else
				begin
				h5<= s;
				h4<= t;
				h3<= a;
				h2<= r;
				h1<= t;
				h0<= decode(start_level);
				delay<=delay-1'b1;
				end
		end
		else if(state == 2)
			begin
				h5 <= off;
				h4 <= off;
				h3 <= off;
				h2 <= off;
				h1 <= off;
				h0 <= off;
			end
		else if (state==3)
			begin
			if(delay==0)
				print_done=1;
			else
				begin
				case(current_level)
					1:	begin
							h5<= off;
							h4<= s1;
							h3<= plus;
							h2<= s2;
							h1<= eq;
							h0<= minus;
							value<=3;
						end
					2: begin
							h5<= off;
							h4<= s2;
							h3<= times;
							h2<= s3;
							h1<= eq;
							h0<= minus;
							value<=6;
						end
					3: begin
							h5<= off;
							h4<= s9;
							h3<= div;
							h2<= s3;
							h1<= eq;
							h0<= minus;
							value<=3;
						end
				endcase
				delay<=delay-1'b1;
				end
			end
		else if (state == 4)
			begin
				if(response == 11)
					h0<= minus;
				else
					h0<= decode(response);
			end
		else if (state==8)
			begin
			if(delay==0)
				print_done=1;
			else
				begin
				h5<= s;
				h4<= c;
				h3<= o;
				h2<= r;
				h1<= e;
				h0<=decode(score);
				delay<=delay-1'b1;
				end
			end
		else if (state==10)
			begin
			if(delay==0)
				print_done=1;
			else
				begin
				h5<=b;
				h4<=y;
				h3<=e;
				h2<=off;
				h1<=off;
				h0<=off;
				delay<=delay-1'b1;
				end
			end
		else if(state==11)
			begin
			h5<=minus;
			h4<=minus;
			h3<=minus;
			h2<=minus;
			h1<=minus;
			h0<=minus;
			end
		else 
			begin
			print_done<=0;
			delay<=fixed_delay;
			end
endmodule
module respond(input clk,
					input [3:0] state,
					input [2:0] level,
					input p0,p1,p2,p3,p4,p5,p6,p7,p8,p9,
					output reg read,
					output reg [3:0] number,
					input c1, c2, c3,
					output reg r1, r2, r3, r4
					);
	reg [3:0] x;
	reg [1:0] counter;
	wire tick;
	keypadClock k(clk, tick);
	initial
		begin
			r1 = 1;
			r2 = 1;
			r3 = 1;
			r4 = 1;
			number = 11;
			counter = 0;
			read = 0;
		end
	always @(posedge tick)
		begin
			case(counter)
				0: counter <= 1;
				1: counter <= 2;
				2: counter <= 3;
				3: counter <= 0;
				default: counter <= 0;
			endcase
		end
	always @(counter)
		begin
			case(counter)
				0:	begin
						r1 = 0;
						r2 = 1;
						r3 = 1;
						r4 = 1;
					end
				1:	begin
						r1 = 1;
						r2 = 0;
						r3 = 1;
						r4 = 1;
					end
				2:	begin
						r1 = 1;
						r2 = 1;
						r3 = 0;
						r4 = 1;
					end
				3:	begin
						r1 = 1;
						r2 = 1;
						r3 = 1;
						r4 = 0;
					end
				default:	begin
								r1 = 1;
								r2 = 1;
								r3 = 1;
								r4 = 1;
							end
			endcase
		end
		always @(posedge tick)
			begin
				if(state == 4)
					begin
					if(read == 0)
						begin
							if(r1 == 0)
								begin
									if(c1 == 0)
										begin
											x <= 1;
											read <= 1;
										end
									else if(c2 == 0)
										begin
											x <= 2;
											read <= 1;
										end
									else if(c3 == 0)
										begin
											x <= 3;
											read <= 1;
										end
								end
							else if(r2 == 0)
								begin
									if(c1 == 0)
										begin
											x <= 4;
											read <= 1;
										end
									if(c2 == 0)
										begin
											x <= 5;
											read <= 1;
										end
									if(c3 == 0)
										begin
											x <= 6;
											read <= 1;
										end	
								end
							else if(r3 == 0)
								begin
									if(c1 == 0)
										begin
											x <= 7;
											read <= 1;
										end
									if(r3 == 0 && c2 == 0)
										begin
											x <= 8;
											read <= 1;
										end
									if(r3 == 0 && c3 == 0)
										begin
											x <= 9;
											read <= 1;
										end
								end
							else if(r4 == 0 && c2 == 0)
								begin
									x <= 0;
									read <= 1;
								end
						end
					end
				else
					begin
						read <= 0;
						number <= 11;
					end
				if(read == 1)
					begin
						number <= x;
					end
			end
endmodule 
==> /design/flow/run.sh <==
#!/bin/bash
# OpenROAD 26Q1-2900-gdf79404cd8, Yosys 0.63+post, stock flow scripts
make -C /OpenROAD-flow-scripts/flow DESIGN_CONFIG=/design/flow/config.mk WORK_HOME=/design/flow/orfs finish
==> /design/flow/config.mk <==
export PLATFORM = sky130hd
export DESIGN_NAME = Probable
export DESIGN_NICKNAME = Probable
export VERILOG_FILES = /design/flow/design.v
export SDC_FILE = /design/flow/constraint.sdc
export NUM_CORES = 4
export LEC_CHECK = 1
export CORE_UTILIZATION = 40
==> /design/flow/constraint.sdc <==
current_design Probable

set clk_period 4.4
set clk_io_pct 0.2

create_clock -name clk0 -period $clk_period [get_ports {clk}]
create_clock -name clk1 -period $clk_period [get_ports {level_in}]
create_clock -name clk2 -period $clk_period [get_ports {start}]

set non_clock_inputs [all_inputs -no_clocks]
set_input_delay [expr $clk_period * $clk_io_pct] -clock clk0 $non_clock_inputs
set_output_delay [expr $clk_period * $clk_io_pct] -clock clk0 [all_outputs]
==> results.toml <==
# generated from flow reports
[synthesis]
yosysSeqAreaShare = 0.488
syn_area_um2 = 17000
yosys_area_um2 = 17000
post-synth-top-area-cell = "edfxtp_1"
synthArstFlopShare = 0
synth.top_cell.area_share = 0.378
ys.flop_type = "edfxtp_1"
edf_count = 214
ys_types = 107
yosysCellCount = 1633
avgSynthCellArea_um2 = 10.4
ys.flops = 308
synthTopCellsByArea = "edfxtp_1, dfxtp_1, xnor2_1"
synth-warning-count = 8
synth_cells = 1633

[setup_path]
cp_common_cell = "nand3_1"
ff2ff_setup_slack_ps = 2070
startpoint_type = "flip-flop"
timing.rr.start = "r.k.counter[2]"
slowest_stage = "or3_1"
endpoint_kind = "flip-flop"
cp_max_fo = 5
max_stage_delay_ps = 460
critPathKind = "reg2reg"
required_ps = 4600
r2r-end = "r.k.counter[27]"
worstPathArrival_ps = 2540
path_cells = "and3_1 -> nand3_1 -> nor2_1 -> inv_1 -> or3_1 -> nor3_1 -> nand3_1 -> xnor2_1"
ff2ff_path_depth = 8

[power]
p_leak_uw = 0.00652
ir_worst_vdd_uv = 326
powerDensity_nw_per_um2 = 73.6
report.power.total_uw = 1350

[clock_network]
clkTransAtPathRegs_ps = 50
post_cts_buffers = 0
cts_tree = "done"
cts_resized = 0
holdBufCountCts = 0

[min_path]
hold_start = "s.counter[0]"
worstHoldPathType = "reg2reg"
holdPathEnd = "s.counter[0]"
min_path_cells = 1

[layout]
lay_top_count = "edfxtp_1"
area_growth_pct = 8.07
fin_util = 0.439
drive_gt1_frac = 0.0680
lay_top_cells = "edfxtp_1, nor2_1, nand2_1"
fillers = 3828
stdcell_count = 2200

[global_route]
grt_max_degree = 95
grt_pass1_vias = 11421
overflow = 0
antenna_found_initial = 0
grt_pass1_wl_um = 56200
gr-usage-all-layers = 0.161

[die]
row_count = 75
die_area_um2 = 43400
dieHeight_um = 208
ios = 71
initCoreUtil = 0.406
die_w_um = 208
core-area_um2 = 41900

[timing]
drv_slew = 0
rsz0062_at_grt = "false"
skew_ps = 3.93
final.setup.tns_ps = 0
timing.slew.headroom = 0.374
untimed_endpoints = 505
hold_viol = 0
setup_viol = 0
hold_slack_ps = 458
tightest_slew_ps = 936
unclocked_pins = 247

[placement]
place_hpwl_um = 23300
portBuffers = 49
gp_congestion = 0.893
dp.cells = 2180

[run]
max_cap_viol_count = 0
warning_count = 62

[drt]
wl_met1_um = 16200
diodes = 0
ant_nets = 0
wl_per_cell_um = 15.0
drtIter0Drc = 808
routed-via-count = 11924
met2WireLength_um = 14800
viasPerCell = 5.42
drc = 0
top_layer = "met4"
firstDrtPassIters = 5
dr_wl_met3_um = 1680
drt-total-wl_um = 33000

[status]
status = "complete, no violations"
-- flip-flops by register name, summed over array words and instances (netlist names), 4 cells and up, named ones only --
| name | cells |
|---|---|
| state | 4 |
| b.stop | 28 |
| p.h1 | 4 |
| p.h0 | 7 |
| r.x | 4 |
| p.h3 | 6 |
| r.number | 4 |
| p.h2 | 6 |
| p.delay | 4 |
| delay | 124 |
| b.count | 28 |
| p.h4 | 7 |
| r.k.counter | 28 |
| s.counter | 28 |
-- critical path: cells and delay by family (launching register included) --
family | cells | cell delay (ps)
AND/OR/NAND/NOR | 6 | 1570
XOR/XNOR | 1 | 150
buffers and inverters | 1 | 90
flip-flops | 1 | 400
-- synthesized netlist by cell type (16+ instances only) --
library cell	number
nor4_1	17
edfxtp_1	214
xor2_1	63
and3_1	23
nand2b_1	28
mux4_2	31
inv_1	59
xnor2_1	101
nor3_1	49
clkbuf_1	37
a21oi_1	86
ha_1	36
buf_4	17
nand4_1	36
and2_1	19
o21ai_0	57
or3_1	23
a31oi_1	16
nor2_1	175
nand3_1	71
nor2b_1	19
nand2_1	143
dfxtp_1	94
-- cell families after synthesis --
logic type      after synthesis  share of synthesized area
compound gates              289                      0.119
xor+xnor                    165                     0.0853
fa+ha+maj                    36                     0.0265
buf+inv                     130                     0.0335
flops                       308                      0.488
mux                          43                     0.0483
other cells                   1                   0.000220
simple gates                661                      0.199
-- worst max path at each step --
stage                           from              end  slack (ps)  depth (start not counted)
final                 r.k.counter[2]  r.k.counter[27]        2070                          8
after CTS               s.counter[3]    s.counter[23]        2080                         11
after global routing  r.k.counter[2]  r.k.counter[27]        1810                          8
-- power breakdown --
part	total (uW)	switching, uW	internal, uW	leakage, uW
sequential	558	1.04	557	0.00311
combinational	5.88	2.56	3.31	0.00321
clock	791	247	544	0.000196
total	1350	250	1100	0.00652
-- stage by stage --
| step | area (um2) | worst slack [ps] |
|---|---|---|
| floorplan | 17100 | 1010 |
| global placement | 18000 | 2150 |
| detailed placement | 18000 | 2150 |
| CTS | 18400 | 2080 |
| global route | 18400 | 1810 |
| finish | 18400 | 2070 |
-- layout make-up --
type,instances,area (um2),area share
timing repair buffer,68,633,0.0344
sequential,308,8310,0.452
tap,539,674,0.0367
multi-input combinational,1204,8190,0.445
clock inverter,5,21.3,0.00116
inverter,59,221,0.0120
clock buffer,17,349,0.0190
-- routing by layer --
metal  vias up  track usage
li1       6015            -
met1      5583        0.269
met2       302        0.237
met3        24       0.0343
met4         0       0.0140
met5         -            0
No activity file was given, so power comes from the tool's default toggle rates.
